## flow/config.mk

```make
export PLATFORM = sky130hd
export DESIGN_NAME = rgb_to_ycbcr
export DESIGN_NICKNAME = rgb_to_ycbcr
export VERILOG_FILES = /design/flow/design.v
export SDC_FILE = /design/flow/constraint.sdc
export NUM_CORES = 4
export LEC_CHECK = 1
export CORE_UTILIZATION = 50
```

## flow/design.v

```verilog
module rgb_to_ycbcr(
 input clk,
 input rst_n,
 input [15 : 0] rgb565,
 input i_h_sync,
 input i_v_sync,
 input i_data_en,
 output o_y_clk,
 output [7 : 0] o_y_8b,
 output [7 : 0]o_cb_8b,
 output [7 : 0]o_cr_8b,
 output o_h_sync,
 output o_v_sync, 
 output o_data_en 
);
wire [7:0] R0;
wire [7:0] G0;
wire [7:0] B0;
assign R0 = {rgb565[15:11],rgb565[13:11]};  
assign G0 = {rgb565[10: 5],rgb565[ 6: 5]};  
assign B0 = {rgb565[ 4: 0],rgb565[ 2: 0]};  
assign o_y_clk = clk;
reg [15:0] R1;
reg [15:0] R2;
reg [15:0] R3;
reg [15:0] G1;
reg [15:0] G2;
reg [15:0] G3;
reg [15:0] B1;
reg [15:0] B2;
reg [15:0] B3;
reg [15:0] Y1 ;
reg [15:0] Cb1;
reg [15:0] Cr1;
reg [7:0] Y2 ;
reg [7:0] Cb2;
reg [7:0] Cr2;
always @(posedge clk or negedge rst_n) begin
    if(!rst_n)begin
        {R1,G1,B1} <= {16'd0, 16'd0, 16'd0};
        {R2,G2,B2} <= {16'd0, 16'd0, 16'd0};
        {R3,G3,B3} <= {16'd0, 16'd0, 16'd0};
    end
    else begin
        {R1,G1,B1} <= { {R0 * 16'd77},  {G0 * 16'd150}, {B0 * 16'd29 } };
        {R2,G2,B2} <= { {R0 * 16'd43},  {G0 * 16'd85},  {B0 * 16'd128} };
        {R3,G3,B3} <= { {R0 * 16'd128}, {G0 * 16'd107}, {B0 * 16'd21 } };
    end
end
always @(posedge clk or negedge rst_n) begin
    if(!rst_n)begin
        Y1  <= 16'd0;
        Cb1 <= 16'd0;
        Cr1 <= 16'd0;
    end
    else begin
        Y1  <= R1 + G1 + B1;
        Cb1 <= B2 - R2 - G2 + 16'd32768;  
        Cr1 <= R3 - G3 - B3 + 16'd32768;  
    end
end
always @(posedge clk or negedge rst_n) begin
    if(!rst_n)begin
        Y2  <= 8'd0;
        Cb2 <= 8'd0;
        Cr2 <= 8'd0;
    end
    else begin
        Y2  <= Y1[15:8];  
        Cb2 <= Cb1[15:8];
        Cr2 <= Cr1[15:8];
    end
end
assign o_y_8b = Y2;  
assign o_cb_8b = Cb2;
assign o_cr_8b = Cr2;
reg [2:0] RGB_de_r	 ;
reg [2:0] RGB_hsync_r;
reg [2:0] RGB_vsync_r;
always @(posedge clk or negedge rst_n) begin
    if(!rst_n) begin
        RGB_de_r    <= 3'b0;
        RGB_hsync_r <= 3'b0;
        RGB_vsync_r <= 3'b0;
    end
    else begin  
        RGB_de_r    <= {RGB_de_r[1:0],    i_data_en};
        RGB_hsync_r <= {RGB_hsync_r[1:0], i_h_sync};
        RGB_vsync_r <= {RGB_vsync_r[1:0], i_v_sync};
    end
end
assign o_data_en = RGB_de_r	  [2];
assign o_h_sync  = RGB_hsync_r[2];
assign o_v_sync  = RGB_vsync_r[2];
endmodule
```

## flow/constraint.sdc

```tcl
current_design rgb_to_ycbcr

set clk_period 6.0
set clk_io_pct 0.2

create_clock -name clk0 -period $clk_period [get_ports {clk}]

set non_clock_inputs [all_inputs -no_clocks]
set_input_delay [expr $clk_period * $clk_io_pct] -clock clk0 $non_clock_inputs
set_output_delay [expr $clk_period * $clk_io_pct] -clock clk0 [all_outputs]
```

## flow/run.sh

```bash
#!/bin/bash
# OpenROAD 26Q1-2900-gdf79404cd8, Yosys 0.63+post, stock flow scripts
make -C /OpenROAD-flow-scripts/flow DESIGN_CONFIG=/design/flow/config.mk WORK_HOME=/design/flow/orfs finish
```

==> out/metrics.yaml <==
run_status:
  status: "completed"
drt:
  drt_wl_total_um: 20300
  drt_iter0_markers: 231
  final_antenna_net_count: 0
  routed_via_density: 5.03
  drc_errors: 0
  vias: 6954
  routedWlPerCell_um: 14.7
  antenna_cells: 0
  firstDrtPassIters: 19
placement:
  dp_cells: 1347
  gp_congestion: 0.877
  dp_hpwl_um: 16400
  place_area_um2: 12200
  portBuffers: 48
die:
  die_w_um: 153
  fp_util_pct: 51.4
  dieArea_um2: 23300
  die_y_um: 153
  core_um2: 22000
  ios: 49
  row_count: 54
cells_and_area:
  mi_logic_area_um2: 6890
  finalNonFillerCells: 1382
  layout_top_cell: "ha_1"
  layout_top_cells: "ha_1 (241), inv_1 (175), dfrtp_1 (151)"
  layout-drive-gt1-share_pct: 4.63
  final_cell_area_um2: 12900
  syn2layout_area_growth_pct: 13.8
  flop_area_um2: 3780
  num-fill-cells: 1795
setup_path:
  critPathTopFamily: "buffers and inverters"
  cp_common_cell: "clkbuf_16"
  r2r_end: "Y1[15]"
  critPathRequiredTime_ns: 4.80
  r2r-start: "G3[2]"
  rrSetupSlack_ns: 2.92
  cp-end-kind: "output pin"
  critPathMaxFanout: 2
  crit_path_top_delay_cell: "clkdlybuf4s50_1"
  worst-path-buf-inv: 3
  critPathKind: "clk2out"
  path_cells: "clkbuf_16 -> clkbuf_16 -> clkdlybuf4s50_1"
  startpoint_type: "clock port"
  critPathMaxStageDelay_ns: 0.39
  r2r_cells: 9
  arrival_ns: 3.63
cts:
  cts_tree: "built"
  clk_pin_slew_worst_paths_ns: 0.06
  cts_hold_buffers: 0
  clock_latency_ns: 0.53
  cts_resized: 0
  cts_setup_buffers: 0
pwr:
  combPwrFrac_pct: 52.4
  p_clk_share_pct: 20.5
  power.switching_w: 0.00224
  leakagePower_nw: 6.64
  pwr-share-seq_pct: 27.2
  peakVddDrop_uv: 256
  powerDensity_nw_per_um2: 462
  p_sw_share_pct: 37.6
  intPower_w: 0.00372
flow_run:
  warnings: 45
  max_cap_violations: 0
worst_hold_path:
  min_to: "Cr2[3]"
  min_path_type: "reg2reg"
  hold_path_depth: 0
  hp-start: "Cr1[11]"
logic_synthesis:
  yosys.cell_types.count: 51
  synth.top_cell.area_share_pct: 33.4
  yosysChipArea_um2: 11300
  synth_area_leader_cell: "dfrtp_1"
  top_cells_by_area: "dfrtp_1 (33%), ha_1 (27%), fa_1 (12%)"
  numSynthFlops: 151
  postSynth.asyncResetShare_pct: 100
  postSynthSeqShare_pct: 33.4
  syn_inst: 1014
  yosysWarnings: 1
  syn_area_um2: 11300
  synthFlopType: "dfrtp_1"
  syn_area_per_cell_um2: 11.2
  yosysCellCount: 1014
  edf_count: 0
global_route:
  antenna_found_initial: 0
  grt_start_max_net_pins: 67
  grt-ovfl-total: 0
  grt_pass1_wl_um: 35400
  grt.total_usage_pct: 20.3
  first_global_vias: 7139
final_timing:
  fin_crit_sh_pct: 80.5
  fin_skew_ns: 0.0111
  hold_viol: 0
  fin_tns_setup_ns: 0
  grt_setup_unrepaired: "no"
  max_freq_mhz: 208
  drv_slew: 0
  worstMarginPinSlew_ns: 0.632
  setup_violations: 0
  fin_crit_ns: 4.83
  maxSlewHeadroom_pct: 57.8
-- cell type report --
cell class              instances  area share [%]
multi-input cells             687            53.4
flip-flops and latches        151            29.3
inverters                     175            5.10
clock buffers                  22            4.07
repair buffers                 53            4.01
well taps                     280            2.72
clock inverters                14            1.39
-- power groups by stage --
stage | registers, W | logic, W | clock network, W
after CTS | 0.00163 | 0.00316 | 0.00126
after global routing | 0.00166 | 0.00361 | 0.00130
final | 0.00162 | 0.00312 | 0.00122
-- routing by layer --
layer	track usage [%]	vias up	routed length [um]
li1	-	3562	-
met1	32.1	3283	9910
met3	6.03	8	1150
met4	1.92	0	194
met2	30.1	101	9040
met5	0	-	0
-- registers in the layout (all words and copies together) (netlist names), 10 cells and up --
signal	count
B1	10
B3	13
G1	10
G2	12
G3	15
R1	14
R2	14
-- cells in the mapped netlist, drive strengths merged, types with 3 or more instances --
library cell	instances
ha	241
inv	175
dfrtp	151
fa	68
xnor2	61
a21oi	48
nor2	34
o21ai	28
xor2	26
nand2	23
a21o	20
nor3	16
nor2b	13
o21bai	11
o21a	10
nand3	9
o211ai	8
nand2b	5
a2111oi	4
a211oi	4
a21boi	4
a31oi	4
and3	4
or3	4
or4b	4
and2	3
nand4	3
nand4b	3
or2	3
-- worst max path at each step --
stage,start,end,slack (ns),cells past startpoint
4_1_cts,clk,o_y_clk,1.16,3
6_report,clk,o_y_clk,1.17,3
5_1_grt,rgb565[6],G3[14],0.89,15
-- metrics by stage --
step	worst slack, ns	hold WS (ns)	power (W)	util, %
floorplan	1.70	0.331	0.00399	-
global placement	0.768	0.331	0.00478	55.4
detailed placement	0.692	0.335	0.00477	55.4
CTS	1.16	0.349	0.00605	58.5
global route	0.891	0.353	0.00658	58.5
finish	1.17	0.347	0.00596	58.5
-- kinds of logic (layout without fill, tap and decap cells) --
| family | after synthesis | in the layout | share of synthesized area, % |
|---|---|---|---|
| buffers and inverters | 176 | 264 | 5.86 |
| adders and majority gates | 309 | 309 | 38.6 |
| DFF | 151 | 151 | 33.4 |
| xor gates and xnor gates | 87 | 87 | 6.73 |
| AOI/OAI and AO/OA | 159 | 159 | 9.33 |
| and+or+nand+nor | 130 | 130 | 5.92 |
| muxes | 2 | 2 | 0.177 |
Power figures rest on the tool's default switching activity, not on a simulated workload.
